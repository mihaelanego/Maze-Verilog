$ cat flow/run.sh
#!/bin/bash
# OpenROAD 26Q1-2900-gdf79404cd8, Yosys 0.63+post, stock flow scripts
make -C /OpenROAD-flow-scripts/flow DESIGN_CONFIG=/design/flow/config.mk WORK_HOME=/design/flow/orfs finish
$ cat flow/config.mk
export PLATFORM = sky130hd
export DESIGN_NAME = maze
export DESIGN_NICKNAME = maze
export VERILOG_FILES = /design/flow/design.v
export SDC_FILE = /design/flow/constraint.sdc
export NUM_CORES = 4
export LEC_CHECK = 1
export CORE_UTILIZATION = 50
$ cat flow/constraint.sdc
current_design maze

set clk_period 3.2
set clk_io_pct 0.2

create_clock -name clk0 -period $clk_period [get_ports {clk}]

set non_clock_inputs [all_inputs -no_clocks]
set_input_delay [expr $clk_period * $clk_io_pct] -clock clk0 $non_clock_inputs
set_output_delay [expr $clk_period * $clk_io_pct] -clock clk0 [all_outputs]
$ cat flow/design.v
`timescale 1ns / 1ps
module maze(
    input clk,
    input [5:0] starting_col, starting_row,
    input maze_in,
    output reg [5:0] row, col,
    output reg maze_oe,	
    output reg maze_we,
    output reg done 
);
reg [1:0] dir = 0;  
reg [5:0] x = 6'd0, y = 6'd0;  
reg [5:0] prev_x = 6'd0, prev_y = 6'd0;  
reg [4:0] state, next_state = 0;  
reg wall_flag = 1'b0;  
reg init_flag = 1'b0;  
task is_wall_front(); begin
    maze_oe = 1'b1;
    case(dir)
        0: begin
            row = y - 1;
            col = x;
        end
        1: begin
            row = y;
            col = x + 1;
        end
        2: begin
            row = y + 1;
            col = x;
        end
        3: begin
            row = y;
            col = x - 1;
        end
    endcase
end endtask
task is_wall_right(); begin
    maze_oe = 1'b1;
    case(dir)
        0: begin
            row = y;
            col = x + 1;
        end
        1: begin
            row = y + 1;
            col = x;
        end
        2: begin
            row = y;
            col = x - 1;
        end
        3: begin
            row = y - 1;
            col = x;
        end
    endcase
end endtask
task is_wall_left(); begin
    maze_oe = 1'b1;
    case(dir)
        0: begin
            row = y;
            col = x - 1;
        end
        1: begin
            row = y - 1;
            col = x;
        end
        2: begin
            row = y;
            col = x + 1;
        end
        3: begin
            row = y + 1;
            col = x;
        end
    endcase
end endtask
task check_wall(); begin
    wall_flag = maze_in;
    maze_oe = 1'b0;
end endtask
task turn_right(); begin
    if(dir == 3) begin
        dir = 0;
    end else begin
        dir = dir + 1;
    end
end endtask
task turn_left(); begin
    if(dir == 0) begin
        dir = 3;
    end else begin
        dir = dir - 1;
    end
end endtask
task turn_arround(); begin
    turn_right();
    turn_right();
end endtask
task mark_path(); begin
    row = y;
    col = x;
    maze_we = 1'b1;
end endtask
task move_forward(); begin
    mark_path();
    prev_x = x;
    prev_y = y;
    case(dir)
        0: begin
            y = y - 1;
        end
        1: begin
            x = x + 1;
        end
        2: begin
            y = y + 1;
        end
        3: begin
            x = x - 1;
        end
    endcase
end endtask
task check_end(); begin
    if(x == 6'd0 || x == 6'd63 || y == 6'd0 || y == 6'd63) begin
        mark_path();
        next_state = 4;
    end else begin
        next_state = 0;
    end
end endtask
always @(posedge clk) begin
    state <= next_state;
end
always @(*) begin
    maze_we = 1'b0;  
    check_wall();  
    case(state)
        0: begin
            if(init_flag == 1'b0) begin
                init_flag = 1'b1;
                x = starting_col;
                y = starting_row;
            end
            is_wall_right();
            next_state = 1;
        end
        1: begin
            if(wall_flag == 1'b1) begin
                is_wall_front();
                next_state = 2;
            end else begin
                turn_right();
                move_forward();
                check_end();
            end
        end
        2: begin
            if(wall_flag == 1'b1) begin
                is_wall_left();
                next_state = 3;
            end else begin
                move_forward();
                check_end();
            end
        end
        3: begin
            if(wall_flag == 1'b1) begin
                turn_arround();
                move_forward();
                check_end();
            end else begin
                turn_left();
                move_forward();
                check_end();
            end
        end
        4: begin
            row = prev_y;
            col = prev_x;
            maze_we = 1'b1;
            done = 1'b1;
        end
    endcase
end
endmodule
==> run summary <==
flow finished, numbers: DRC=0, highest clock rate=378.6 MHz, Worst setup SP type=flip-flop, Arr. time, crit path=2.00 ns, vias per inst=7.041, Total GRT Usage=39.38%, CP top delay family=simple AND/OR/NAND/NOR gates, port bufs=27, Internal=between 0.001 and 0.0015 W, # fillers=~1.1k, Placement Setup Slack=0.6808 ns, DRT iter0 DRCs=769, Post-DRT Antenna Nets=0, setup ws final=approximately 0.56 ns, Slew HR=36.98%, hold_sp=state[1]$_DFF_P_, static leakage=approximately 2.2 nW, CTS H-tree lvls=1, Clock Path Buffers=2, drt total wl=22350 um, RSZ-0062 raised after global routing=no, asr flop ratio synth=0%, Slew Limit Fails=0, Yosys reg bits=45, share of cells above drive strength 1=7.809%, 1st-pass router iterations=6, Top cells by area=dlxtn_1 (11%), o21ai_0 (6.5%), a21oi_1 (6.4%), portion of total power attributed to sequential cells=7.0%, Avg Inst Size Synth=6.869 sq um, Crit. End Element=output port, VDD IR max=0.6994 mV, sw frac=63.91%, WL per Instance=23.93 um, die width=108.1 um, Clock power frac=2.8%, leading area contributor after synthesis=dlxtn_1, buffer count from post-CTS setup fixing=0, Yosys chip area=5625 sq um, slowest stage cell on the critical path=clkdlybuf4s50_1, cells along the critical path=buf_4 > nor2_1 > nand2_1 > nand2_1 > clkdlybuf4s50_1, setup TNS=0 ns, fp_density=51.67%, Tool Warnings=33, hold endpoint=maze_oe, Stages on worst setup path=5, Min Hold Slack=1.828 ns, Syn. warnings=172, top cell type's share of synthesized area=between 10 and 15%, vias in the first global route=5757, Via Count=between 6k and 7k, num ports=29, Hold/Removal Path Class=flip-flop to output port, Design Area, Final=5916 sq um, detailed-placement wirelength estimate=16630 um, critical path class=flip-flop to output port, clk slew on worst S/H paths=0.03 ns, Worst path max stage delay=0.46 ns, chip area=11680 sq um, # setup viols final=0, initial antenna violation count=0, WHS Path Cells=4, diode count=0, most frequent CP cell=nand2_1, Gate Count Post-Synth=819, Root Driver=clkbuf_8, max_cap viols=0, Core Region=between 10000 and 15000 sq um, switching pwr=0.002493 W, Inserted Clock Buffers=3, Final Hold Fails=0, main flop type=dlxtn_1, remaining global-route overflow=0, gpl congestion=between 1 and 1.5, largest net degree at the start of global routing=approximately 40, Crit path buffers/inverters=2, placement row count=38, die height=108.1 um, dpl cell area=5871 sq um, TritonCTS clock tree=done, Reg area=690.7 sq um, Post-CTS Hold Buffers=0, Combinational Power Share=90.1%, endpoints left unconstrained=~56, count of cell types in the netlist=96, area grow syn2layout=5.160%, min Tclk post-route=between 2 and 3 ns, synthesized area=between 5000 and 6000 sq um, Worst-Margin Slew=0.9418 ns, logic area=4526 sq um, CP Max Fanout=22, Final Cycle Share=~83%, outcome=finished, final reports clean, # Cells Yosys=819, Critical Path RT=between 2 and 3 ns, register pins left without a clock=roughly 42, PostCTS Resize Cnt=0, PwrDens=659.4 nW/um^2, number of enable flip-flop cells=0, final core utilization=54.33%, first-pass GRT wire length=33890 um
cells in the final DEF, fill, tap and decap left out, types with 8 or more instances in the layout:
cell type	instances
ha_1	19
inv_1	23
mux2i_1	30
buf_4	15
nor2_1	64
a211oi_1	8
a21o_1	11
a221oi_1	21
a21oi_1	72
and3_1	8
o22ai_1	12
o2111ai_1	8
a22oi_1	8
nor3_1	20
mux2_2	14
nand2b_1	8
nand3_1	26
nand2_1	73
dlxtn_1	42
xor2_1	10
o211ai_1	13
o21ai_0	73
xnor2_1	22
clkdlybuf4s50_1	26
cell type report:
| class | count | area share (%) |
|---|---|---|
| Timing Repair Buffer | 42 | 6.387 |
| Clock buffer | 4 | 0.7614 |
| Tap cell | 140 | 2.961 |
| Inverter | 27 | 1.713 |
| Multi-Input combinational cell | 676 | 76.50 |
| Sequential cell | 45 | 11.68 |
layer usage:
metal  part of all wire, %  up-vias  GRT usage [%]
li1                      -     3041              -
met4                   2.8        0          10.18
met1                    42     3019          57.32
met3                    14       49          12.39
met5                     0        -              0
met2                    41      467          56.23
kinds of logic (layout without fill, tap and decap cells):
family                     Yosys count  after routing  share of synthesized area (%)
latches                             42             42                          11.21
adders and majority gates           21             21                          4.938
AOI/OAI and AO/OA                  312            312                          37.86
muxes                               45             45                          8.407
other                                1              2                        0.06666
xor gates and xnor gates            32             32                          4.982
buffers and inverters               99             73                          7.340
DFF                                  3              3                          1.068
and+or+nand+nor                    264            264                          24.13
cells in the mapped netlist, types with 4 or more instances:
master and count:
a21oi_1 72, xor2_1 10, o31ai_1 5, ha_1 19
dlxtn_1 42, a21o_1 11, nor4_1 4, nand4_1 6
and3_1 8, nor2_1 64, a22o_1 5, buf_1 8
a22oi_1 8, o21a_1 7, nor3_1 20, o211ai_1 13
clkbuf_1 45, o32ai_1 6, nand2b_1 8, a31oi_1 6
nand2_1 73, or3_1 7, inv_1 23, mux2i_1 30
buf_2 15, o22ai_1 12, a211oi_1 8, a32oi_1 6
xnor2_1 22, nand3b_1 4, a221o_1 5, and2_1 5
nor3b_1 4, o21bai_1 5, o221ai_1 7, nand3_1 26
o21ai_0 73, o2111ai_1 8, a221oi_1 21, nor2b_1 6
o22a_1 4, mux2_2 14
through the flow:
| stage | cells | power [W] |
|---|---|---|
| finish | 934 | 0.003901 |
| global route | 934 | 0.004164 |
| CTS | 934 | 0.003757 |
| detailed placement | 930 | 0.003622 |
| global placement | 930 | 0.003608 |
| floorplan | 820 | 0.002688 |
registers in the layout, indices dropped and copies added, names as in the netlist:
name        count
prev_x          6
dir             2
state           3
col             6
next_state      3
x               6
row             6
prev_y          6
init_flag       1
y               6
how the worst max path moves through the flow:
| stage | from | to |
|---|---|---|
| CTS | state[1]$_DFF_P_ | maze_we |
| global route | state[1]$_DFF_P_ | maze_we |
| finish | state[1]$_DFF_P_ | maze_we |
power by group through the flow:
stage                 Combinational (W)  Clock [W]  Sequential, W
after global routing            0.00376   0.000117       0.000284
final                           0.00352   0.000111       0.000275
after CTS                       0.00338   0.000113       0.000268
Power and IR drop assume default switching activity.
